==> ./design.v <==
module master ( alarms, lights_on, heat_on, cool_on, sprink_on, pump_on, mod_reset, occupants_in,
                clk, reset, door, windows, fire, rain, lights, heat, cool, water_sprink, water_pump, occupants);
    input clk, reset, door, windows, fire, rain, lights, heat, cool, water_sprink, water_pump;
    input [7:0] occupants;
    output reg [7:0] occupants_in;
    output reg [2:0]alarms;
    output reg lights_on, heat_on, cool_on, sprink_on, pump_on, mod_reset;
    always @(posedge clk or posedge reset)begin  
        if (reset == 1'b1)begin
            lights_on = 1'b 0;   
            heat_on = 1'b 0;    
            cool_on = 1'b 0;    
            sprink_on = 1'b 0;  
            pump_on = 1'b 0;    
            alarms = 3'b 000;   
            mod_reset = 1'b 1;
            #10
            mod_reset = 1'b 0;
        end
        else begin
            alarms = {fire, door|windows, rain};     
            lights_on = lights;  
            heat_on = heat;  
            cool_on = cool;  
            occupants_in = occupants;    
            pump_on = water_pump;    
            sprink_on = water_sprink;    
        end
    end
endmodule
module door(clk, magnetic_sensor, alarm, locked);
    input magnetic_sensor, locked, clk;
    output reg alarm;
    always @(posedge clk) begin
        if((magnetic_sensor == 1'b 0) && (locked == 1'b 1))  
            alarm = 1'b 1;   
        else
            alarm = 1'b 0;
    end
endmodule
module fire(clk, f_sensor,f_alarm);
    input f_sensor, clk;
    output reg f_alarm;
    always @(posedge clk)
        f_alarm = f_sensor;
endmodule
module rain(clk, rain_sensor,rain_alarm);
    input clk, rain_sensor;
    output reg rain_alarm;
    always @(posedge clk) begin
        rain_alarm = rain_sensor;
    end
endmodule
module window (clk, alarm, shatter);
    input clk, shatter;
    output reg alarm;
    always @(posedge clk) begin
        alarm = shatter;
    end
endmodule
module alarms(state, clk, reset, fire, burglar, rain);
    input [2:0] state;   
    input clk, reset;
    output reg fire, burglar, rain;
    always @(posedge clk or posedge reset) begin
        if (reset == 1) begin
            fire = 1'b0;
            burglar = 1'b0;
            rain = 1'b0;
        end
        else begin
            fire = state[2];
            burglar = state[1];
            rain = state[0];
        end
    end
endmodule
module visitor_counter(clk, reset, ir_sensor1, ir_sensor2,curr_visitor);
    input clk, reset, ir_sensor1,ir_sensor2;
    output reg [7:0] curr_visitor;
    reg [1:0] state;
    always @(posedge clk or posedge reset) begin
        if (reset == 1) begin
            state = 2'b00;
            curr_visitor = 0;
        end
        else begin
            if (state == 2'b11)
                if (ir_sensor1 == 1'b0 && ir_sensor2 == 1'b0) state = 2'b00;
            if (state == 2'b00)begin
                if (ir_sensor1 == 1'b1 && ir_sensor2 == 1'b0) state = 2'b10;
                if (ir_sensor1 == 1'b0 && ir_sensor2 == 1'b1) state = 2'b01;
            end
            if (state == 2'b10)begin     
                if (ir_sensor1 == 1'b0 && ir_sensor2 == 1'b1) begin  
                    state = 2'b11; 
                    curr_visitor = curr_visitor+1;  
                end
                else state = state;  
            end
            if (state == 2'b01)begin     
                if (ir_sensor1 == 1'b1 && ir_sensor2 == 1'b0) begin  
                    state = 2'b11; 
                    curr_visitor = curr_visitor - 1;  
                end
                else state = state;  
            end
        end
    end
endmodule
module ext_lights(clk, lum_sen, ext_light, reset);
    input [7:0] lum_sen;
    input clk, reset;
    output reg ext_light;
    always @(posedge clk or posedge reset) begin
        if (reset == 1'b1) ext_light = 1'b0;
        else begin 
            if(lum_sen<8'b01000000)  
                ext_light = 1'b1;
            else
                ext_light = 1'b0;
        end
    end
endmodule
module light_control(int_light, lum_sen, clk, reset, motion_sen, ir_sen, manual);
    input [7:0] lum_sen;
    input clk, motion_sen, ir_sen, manual, reset;
    output reg int_light;
    always @(posedge clk or posedge reset)begin
        if (reset == 1'b1 )int_light = 1'b 0;
        else begin
            if (manual == 0 && lum_sen < 8'b00010000 ) begin  
                if(ir_sen == 1'b1 || motion_sen == 1'b1)begin
                    if(motion_sen == 1'b1)
                        int_light = 1'b1;
                    else
                        int_light = 1'b0;    
                end
                else
                    int_light = int_light;
            end
            else int_light = int_light;  
        end
    end
endmodule
module temp_control (heat, cool, clk, temp, reset);
    input [7:0] temp;
    input clk, reset;
    output reg heat, cool;
    always @(posedge clk or posedge reset) begin
        if (reset == 1'b1)begin
            heat = 1'b0;
            cool = 1'b0;
        end
        else begin
            if(temp< 65) begin   
                heat = 1'b1;
                cool = 1'b0;
            end
            else if(temp> 90) begin  
                heat = 1'b0;
                cool = 1'b1;
            end
            else begin   
                heat = 1'b0;
                cool = 1'b0;
            end
        end
    end
endmodule
module water(moisture_sensor, water_sensor, clk ,pump, sprinkler, reset);
    input [7:0] moisture_sensor;
    input [1:0] water_sensor;
    input clk, reset;
    output reg pump, sprinkler;
    always @(posedge clk or posedge reset) begin
        if (reset == 1'b1)begin
            pump = 1'b0;
            sprinkler = 1'b0;
        end
        else begin
            if(water_sensor == 2'b11)
                pump = 1'b0;     
            else
                pump =1'b1;      
            if (water_sensor >= 2'b 10)begin     
                if (moisture_sensor < 8'b01000000)   
                    sprinkler = 1'b1;    
                else if (moisture_sensor > 8'b10000000)  
                    sprinkler = 1'b0;    
            else sprinkler = 1'b0;   
            end 
        end
    end
endmodule
==> ./constraint.sdc <==
current_design visitor_counter

set clk_period 3.7
set clk_io_pct 0.2

create_clock -name clk0 -period $clk_period [get_ports {clk}]

set non_clock_inputs [all_inputs -no_clocks]
set_input_delay [expr $clk_period * $clk_io_pct] -clock clk0 $non_clock_inputs
set_output_delay [expr $clk_period * $clk_io_pct] -clock clk0 [all_outputs]
==> ./run.sh <==
#!/bin/bash
# OpenROAD 26Q1-2900-gdf79404cd8, Yosys 0.63+post, stock flow scripts
make -C /OpenROAD-flow-scripts/flow DESIGN_CONFIG=/design/flow/config.mk WORK_HOME=/design/flow/orfs finish
==> ./config.mk <==
export PLATFORM = sky130hd
export DESIGN_NAME = visitor_counter
export DESIGN_NICKNAME = visitor_counter
export VERILOG_FILES = /design/flow/design.v
export SDC_FILE = /design/flow/constraint.sdc
export NUM_CORES = 4
export LEC_CHECK = 1
export CORE_AREA = 10 10 82 82
export DIE_AREA = 0 0 92 92
==> results.cfg <==
; generated from flow reports
[status]
outcome = finished, final reports clean

[floorplanning]
core_area_um2 = 5070
initial_core_util_pct = 22.4
dieHeight_um = 92
placement_rows = 26
io_pins = 12
die_area_um2 = 8460
fp.dieW_um = 92

[critical_path]
crit_path_cell_trace = clkdlybuf4s50_1, inv_1, ha_1, and2_1, nor2_1, mux2i_1, ha_1, o2111ai_1, a311oi_2, xnor2_1
worst-endpoint-required_ns = 3.83
critical_path_top_delay_cell = sky130_fd_sc_hd__clkdlybuf4s50_1
critical_path.most_common_cell = sky130_fd_sc_hd__ha_1
capturing_element_type_of_the_critical_path = flip-flop
startpoint_type = input pin
critPathMaxStageDelay_ns = 0.48
timing_worst_setup_path_type = in -> reg
path_max_fanout = 6
arrival_worst_endpoint_ns = 3.19

[timing]
clock-skew-final_ns = 0.00538
postLayoutSetupSlackWorst_ns = 0.641
slew_headroom_pct = 63.4
hold_violations = 0
drv_slew = 0
fmaxAchievable_mhz = 327
min_period_over_period_pct = 82.7
tns_ns = 0
minimum_clock_period_ns = 3.06
worst-slew-pin-transition_ns = 0.549
count_of_endpoints_failing_setup_in_the_final_report = 0
rsz0062_at_grt = false

[clocking]
number_of_buffers_inserted_for_hold_repair_after_clock_tree_synthesis = 0
post_cts_resize_count = 0
cts.reportedPaths.clkPinSlew_ns = 0.06
longest_clk_path_bufs = 2
clk_latency_ns = 0.25
clock-sinks = 14
cts_post_setup_buffers_inserted = 0
clk_root_buffer_cell = sky130_fd_sc_hd__clkbuf_8
cts_buffers = 3
cts_max_level = 1
tritoncts_clock_tree = done

[yosys]
asyncSetResetFlopFracSynth_pct = 100
synth_area_um2 = 1140
synth-main-ff-cell = sky130_fd_sc_hd__dfrtp_1
syn_avg_cell_area_um2 = 9.56
ys_seq_share_pct = 30.9
synth_top_cell_by_area = sky130_fd_sc_hd__dfrtp_1
top_cells_by_count = sky130_fd_sc_hd__dfrtp_1 (13), sky130_fd_sc_hd__xnor2_1 (11), sky130_fd_sc_hd__nor2_1 (10), sky130_fd_sc_hd__nand2_1 (7), sky130_fd_sc_hd__ha_1 (6)
syn_inst = 119
ys_cells = 119
ys_types = 47
ys_warn_count = 1
synth.top_cells.by_area = sky130_fd_sc_hd__dfrtp_1 (29%), sky130_fd_sc_hd__xnor2_1 (8.5%), sky130_fd_sc_hd__ha_1 (6.6%)
synth-edff-count = 0
top_cell_area_share_pct = 28.6
synth.yosys.chip_area_um2 = 1140
netlist.top_cell.by_instances = sky130_fd_sc_hd__dfrtp_1
ys_seq_elements = 14

[flow_run]
stage_log_warnings = 29
cap_viol_max_count = 0

[detailed_routing]
routed_wl_um = 2450
detail_route.iter0.violations = 58
antenna_cells_inserted = 0
final_antenna_net_count = 0
route.vias.total = 898
per_cell_routed_wire_length_um = 12.3
drt_first_pass_iters = 4
vias_per_cell = 4.49
drc = 0

[placed_design]
port-buffer-count = 11
place.detailed.instances = 196
dp_worst_setup_slack_ns = 0.384
gpl.final_weighted_congestion = 0.826
detailed_place_hpwl_um = 1820

[power_and_ir_drop]
power_density_nw_per_um2 = 717
peak_ir_drop_on_the_vdd_network_uv = 180
total_leakage_power_nw = 0.541

[global_route]
maximum_number_of_pins_on_one_net_before_global_route_repair = 15
grt_pass1_wl_um = 4260
grt_usage_pct = 5.93
global_route.overflow_total = 0
initial_antenna_violation_count = 0
first_global_vias = 886

[cells_and_area]
syn2layout_area_growth_pct = 18.9
layout-drive-gt1-share_pct = 10.0
fin_cells = 200

[min_path]
hold_path_class = reg -> reg
[path summary, 6_finish.rpt]
check / startpoint / slack (ns) / cells after the start / endpoint
worst max-delay path: ir_sensor1 / 0.64 / 10 / curr_visitor[6]
worst min register to register: state[2] / 0.54 / 1 / flip-flop
min in group asynchronous: reset / 0.84 / 2 / curr_visitor[7]
worst max register to register: state[3] / 1.49 / 7 / curr_visitor[6]
max in group asynchronous: reset / 2.49 / 2 / state[0]
worst min-delay path: state[2] / 0.54 / 1 / flip-flop
[cells by family after synthesis]
kind of cell,count (synthesis),share of synthesized area (%)
buffers and inverters,10,4.73
adder cells (fa/ha/maj),6,6.60
XOR/XNOR,16,12.3
AND-OR/OR-AND,27,18.7
flip-flops,14,30.9
AND/OR/NAND/NOR,41,22.3
multiplexers,5,4.40
[metal layers]
layer  share of wire, %  vias to the layer above  global-route usage [%]
li1                   -                      451                       -
met1                 50                      425                    8.34
met2                 42                       20                    8.94
met3                6.5                        2                    1.98
met4               0.98                        0                   0.643
met5                  0                        -                       0
[layout by cell type (no fill, tap or decap), drive strengths merged, types with 2 or more instances in the layout]
| cell type | instances |
|---|---|
| a21boi | 2 |
| a21oi | 3 |
| a311oi | 2 |
| and3b | 2 |
| clkbuf | 4 |
| clkdlybuf4s50 | 11 |
| dfrtp | 13 |
| ha | 6 |
| inv | 5 |
| mux2i | 5 |
| nand2 | 7 |
| nand2b | 4 |
| nand3 | 3 |
| nand4 | 3 |
| nor2 | 10 |
| nor4 | 2 |
| o211ai | 2 |
| o21a | 2 |
| o21ai | 5 |
| or3 | 3 |
| xnor2 | 11 |
| xor2 | 5 |
[report_power, final]
part / switching (W) / leakage (nW) / internal [W]
Combinational: 0.000199 / 0.349 / 0.000270
Clock: 0.0000584 / 0.0228 / 0.0000763
Sequential: 0.000140 / 0.169 / 0.000226
Total: 0.000397 / 0.541 / 0.000572
[final cells by class]
type	count	area (um^2)
Clock buffer	4	45.0
Inverter	5	18.8
Tap cell	70	87.6
Sequential cell	14	352
Multi-Input combinational cell	95	732
Fill cell	559	3720
Timing Repair Buffer	12	118
[through the flow]
stage	utilization (%)	hold slack [ns]	cell area (um^2)	power (W)
3_5_place_dp	25.8	0.511	1310	0.000837
6_report	26.7	0.544	1350	0.000969
3_3_place_gp	25.8	0.524	1310	0.000840
2_1_floorplan	-	0.477	1140	0.000678
5_1_grt	26.7	0.580	1350	0.00106
4_1_cts	26.7	0.543	1350	0.000978
[critical path, delay by kind of cell]
kind            cells  cell delay, ns
compound gates      2            0.48
fa+ha+maj           2            0.44
simple gates        2            0.59
mux                 1            0.28
xor+xnor            1            0.10
buf+inv             2            0.55
Power and IR drop assume default switching activity.
